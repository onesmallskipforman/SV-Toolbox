==> design.v <==
module shiftreg #(parameter N = 4,
                  parameter M = 2)
					       (input  logic           clk,
						      input  logic           reset,
                  input  logic           en,
						      input  logic [N-1:0]   sin,
                  output logic [N-1:0] sout);
  logic [N*M-1:0] d;
  always_ff @(posedge clk)
    if      (reset) d <= 0;
    else if (en)    d <= {d[(M-1)*N-1:0], sin};
  assign sout = d[N*M-1:M*N-N];
endmodule
==> run.sh <==
#!/bin/bash
# OpenROAD 26Q1-2900-gdf79404cd8, Yosys 0.63+post, stock flow scripts
make -C /OpenROAD-flow-scripts/flow DESIGN_CONFIG=/design/flow/config.mk WORK_HOME=/design/flow/orfs finish
==> config.mk <==
export PLATFORM = sky130hd
export DESIGN_NAME = shiftreg
export DESIGN_NICKNAME = shiftreg
export VERILOG_FILES = /design/flow/design.v
export SDC_FILE = /design/flow/constraint.sdc
export NUM_CORES = 4
export LEC_CHECK = 1
export CORE_AREA = 10 10 70 70
export DIE_AREA = 0 0 80 80
==> constraint.sdc <==
current_design shiftreg

set clk_period 1.0
set clk_io_pct 0.2

create_clock -name clk0 -period $clk_period [get_ports {clk}]

set non_clock_inputs [all_inputs -no_clocks]
set_input_delay [expr $clk_period * $clk_io_pct] -clock clk0 $non_clock_inputs
set_output_delay [expr $clk_period * $clk_io_pct] -clock clk0 [all_outputs]
==> impl_metrics.py <==
# Flow results
metrics = {
    "drt": {
        "first_pass_iters": 2,
        "routedWlPerCell_um": 7.86,
        "drc": 0,
        "ant_nets": 0,
        "wl_um": 668,
        "drt_iter0_markers": 6,
        "vias_per_cell": 2.52,
        "antennaDiodeCount": 0,
        "vias": 214,
    },
    "place": {
        "pre_cts_slack_ns": -0.206,
        "dp.cells": 82,
        "globalplace.congestion": 0.632,
        "io_buffers": 10,
        "hpwl_um": 550,
    },
    "power_and_ir_drop": {
        "power_frac_comb": 0.115,
        "internal-power_mw": 0.521,
        "p_per_area_mw_per_mm2": 1380,
        "power_switching_mw": 0.133,
        "switching_share": 0.203,
        "clockPowerShare": 0.362,
        "ir_worst_vdd_v": 0.000173,
        "p_leak_nw": 0.194,
        "pwr-share-seq": 0.524,
    },
    "critical_path": {
        "cp-end-kind": "flip-flop",
        "r2r_slack_ns": 0.38,
        "arrival_ns": 1.10,
        "cp_top_family": "buffers and inverters",
        "cp_max_fo": 4,
        "path_class": "input port to flip-flop",
        "required_ns": 1.12,
        "slowest_delay_ns": 0.50,
        "crit_buf_inv": 2,
        "cp_slowest_cell": "clkdlybuf4s50_1",
        "crit_chain": "clkdlybuf4s50_1 > buf_4 > mux2i_1 > nor2_1",
        "critPathLaunchType": "input port",
    },
    "run": {
        "maxCapViolCount": 0,
        "warnings": 26,
    },
    "grt": {
        "grt_pass1_wl_um": 979,
        "antenna_found_initial": 0,
        "grt_max_degree": 9,
        "grt_pass1_vias": 220,
        "grt_overflow_total": 0,
        "grtUsageTotal": 0.0207,
    },
    "final_timing": {
        "setup_ws_ns": 0.0206,
        "maxSlewViolCount": 0,
        "tns_ns": 0,
        "finalSetupViolCount": 0,
        "skew_ns": 0.0000498,
        "rsz0062_at_grt": "yes",
        "slew_headroom": 0.794,
        "timing.hold.ws_ns": 0.477,
        "tightest_slew_ns": 0.308,
        "fin_crit_ns": 0.979,
        "period_used_share": 0.979,
        "max_freq_ghz": 1.02,
        "hold_viol_final": 0,
    },
    "status": {
        "status": "complete, no violations",
    },
    "clock_network": {
        "cts.sinks": 8,
        "root_buffer": "clkbuf_4",
        "cts_tree": "yes",
        "cts_made_buffers": 3,
        "ctsHoldBuffers": 0,
        "h-tree-depth": 1,
        "clkSlewWorstSetupHoldPaths_ns": 0.05,
        "clock_latency_ns": 0.24,
        "cts_buffer_depth": 2,
    },
    "cells_and_area": {
        "reg_top3": "d x8",
        "fin_util": 0.139,
        "syn2layout_area_growth_pct": 50.4,
        "largest_reg_flops": 8,
        "largest-register": "d",
        "layoutNonFillerInstCount": 85,
        "drive_gt1_frac": 0.231,
    },
    "synth": {
        "yosys_cells": 30,
        "seq_area_frac_synth": 0.508,
        "synthArstFlopShare": 0,
        "ys.flop_type": "dfxtp_1",
        "synth_cell_types": 6,
        "synth_warnings": 1,
        "ys_chip_area_sq_um": 315,
        "top_area_cell": "dfxtp_1",
        "topCellsByArea": "dfxtp_1 51%, mux2i_1 25%, buf_4 9.5%",
        "synthCells": 30,
        "syn-cell-area_sq_um": 315,
        "synth_top_area_share": 0.508,
        "syn_area_per_cell_sq_um": 10.5,
        "ys_seq_elements": 8,
        "edf_count": 0,
        "synthTopCellsByCount": "8 x dfxtp_1, 8 x mux2i_1, 8 x nor2_1",
    },
    "floorplan": {
        "num_rows": 21,
        "die_w_um": 80,
        "chip_area_sq_mm": 0.00640,
        "die.size.y_um": 80,
        "core_sq_mm": 0.00342,
        "initCoreUtil": 0.0923,
        "io_pins": 11,
    },
    "hold_path": {
        "min_path_type": "flip-flop to flip-flop",
    },
}
==> power groups by stage <==
stage	clock, mW	combinational, mW	sequential [mW]
after CTS	0.245	0.0743	0.342
after global routing	0.267	0.0812	0.344
final	0.237	0.0749	0.342
==> path summary, 6_finish.rpt <==
path	from	end	cells past startpoint
worst max-delay path	en	d[5]	4
worst min-delay path	d[6]	d[6]	2
worst max register to register	d[1]	d[5]	2
worst min register to register	d[6]	d[6]	2
==> metal layers <==
| metal | part of all wire | global-route usage | vias to the layer above | routed length [um] |
|---|---|---|---|---|
| met5 | 0 | 0 | - | 0 |
| met4 | 0 | 0.00352 | 0 | 0 |
| met3 | 0.078 | 0.0159 | 0 | 52 |
| met2 | 0.46 | 0.0305 | 5 | 306 |
| met1 | 0.46 | 0.0234 | 98 | 309 |
| li1 | - | - | 111 | - |
==> through the flow <==
| step | total power, mW | cell area, sq um |
|---|---|---|
| after global placement | 0.422 | 443 |
| final | 0.654 | 474 |
| after detailed placement | 0.425 | 443 |
| after CTS | 0.662 | 470 |
| after floorplan | 0.389 | 315 |
| after global routing | 0.692 | 474 |
==> repair_timing <==
| item | CTS | global route |
|---|---|---|
| gates resized | 12 | 1 |
| gates cloned | 0 | 0 |
| endpoints found under the setup margin | 4 | 1 |
| endpoints found under the hold margin | 0 | 0 |
| buffers inserted | 0 | 0 |
==> tightest hold or removal path, stage by stage (launching register included) <==
cell     delay (ns)
dfxtp_2        0.32
mux2i_1        0.06
nor2_1         0.07
==> cell type report <==
| cell class | instances | area (sq um) |
|---|---|---|
| sequential | 8 | 165 |
| tap | 46 | 57.6 |
| clock buffer | 3 | 22.5 |
| fill | 394 | 2940 |
| multi-input combinational | 16 | 110 |
| timing repair buffer | 12 | 119 |
==> cells by family after synthesis <==
family	count (synthesis)	share of synthesized area
mux	8	0.254
flops	8	0.508
simple gates	8	0.0952
buf+inv	6	0.143
==> placed cells by master, fill, tap and decap left out <==
cell type,instances
buf_4,1
buf_6,1
clkbuf_4,3
clkdlybuf4s15_1,4
clkdlybuf4s50_1,6
dfxtp_1,4
dfxtp_2,4
mux2i_1,8
nor2_1,8
No activity file was given, so power comes from the tool's default toggle rates.
