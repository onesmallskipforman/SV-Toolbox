==> /design/flow/design.v <==
module sync#(parameter N=8)
            (input  logic         clk,
             input  logic         reset,
             input  logic [N-1:0] d,
             output logic [N-1:0] q);
  logic [N-1:0] n1;
  always_ff @(posedge clk, posedge reset)
    if (reset)
      begin
        n1 <= 0;
        q  <= 0;
      end
    else
      begin
        n1 <= d;
        q  <= n1;
      end
endmodule
==> /design/flow/run.sh <==
#!/bin/bash
# OpenROAD 26Q1-2900-gdf79404cd8, Yosys 0.63+post, stock flow scripts
make -C /OpenROAD-flow-scripts/flow DESIGN_CONFIG=/design/flow/config.mk WORK_HOME=/design/flow/orfs finish
==> /design/flow/config.mk <==
export PLATFORM = sky130hd
export DESIGN_NAME = sync
export DESIGN_NICKNAME = sync
export VERILOG_FILES = /design/flow/design.v
export SDC_FILE = /design/flow/constraint.sdc
export NUM_CORES = 4
export LEC_CHECK = 1
export CORE_AREA = 10 10 78 78
export DIE_AREA = 0 0 88 88
==> /design/flow/constraint.sdc <==
current_design sync

set clk_period 1.0
set clk_io_pct 0.2

create_clock -name clk0 -period $clk_period [get_ports {clk}]

set non_clock_inputs [all_inputs -no_clocks]
set_input_delay [expr $clk_period * $clk_io_pct] -clock clk0 $non_clock_inputs
set_output_delay [expr $clk_period * $clk_io_pct] -clock clk0 [all_outputs]
==> metrics.yaml <==
status:
  status: "complete, no violations"
detailed_routing:
  drtIter0Drc: 2
  diodes: 0
  drtPass1Iterations: 2
  drtAntennaViolNets: 0
  vias_per_cell: 2.16
  remaining_drc_errors: 0
  totalWireLength_um: 819
  routed-via-count: 194
  wl_per_cell_um: 9.10
floorplan:
  num_io_pins: 18
  rows: 24
  die_x_um: 88
  initial_core_util: 0.0916
  core_region_area_um2: 4410
  chip_area_um2: 7740
  die_y_um: 88
power:
  p_int_uw: 997
  finalPower_uw: 1210
  pwr-share-clk: 0.372
  combinationalPowerShare: 0.058
  switching_share: 0.174
  p_seq_frac: 0.570
  powerDensity_nw_per_um2: 1800
  p_switching_uw: 210
  power.leakage_uw: 0.000292
  max-vdd-ir-drop_mv: 0.388
cells_and_area:
  area_growth_syn_to_layout_pct: 65.9
  design_area_um2: 671
  fillers: 470
  comb_cells: 0
  logic_area_um2: 0
  drive_above_1_share: 0.263
  seqCellArea_um2: 400
logic_synthesis:
  netlist_instances: 17
  ys_cells: 17
  ys_types: 2
  ys.flops: 16
  ys_chip_area_um2: 404
  synth_top_cell_by_area: "dfrtp_1"
  top_cells_by_count: "dfrtp_1 (16), inv_1 (1)"
  synth-main-ff-cell: "dfrtp_1"
  top_cells_by_area: "dfrtp_1 (99%), inv_1 (0.93%)"
  avgSynthCellArea_um2: 23.8
  yosysMostFrequentCell: "dfrtp_1"
  synth_area_um2: 404
  top_area_frac: 0.991
  yosys_warnings: 1
  edf_count: 0
  ys_seq_share: 0.991
  async_flop_share: 1.00
global_route:
  grt_max_degree: 17
  grt_pass1_wl_um: 1140
  gr-total-overflow: 0
  busiest_layer: "met2"
  antenna_found_initial: 0
  track_usage: 0.0189
  use_met3: 0.0112
  globalRouteMet1Util: 0.0160
  grtUsageMet2: 0.0317
  grt_pass1_vias: 210
placed_design:
  numPortBuffers: 17
  placed_area_um2: 659
  globalplace.congestion: 0.668
worst_setup_path:
  r2r_slack_ns: 0.52
  startpoint_type: "register"
  worstPathCellList: "clkdlybuf4s15_1"
  worst_ep_required_time_ns: 0.80
  critical_path.max_fanout: 1
  cp.arrival_ns: 0.76
  path_class: "reg -> out"
  worst_setup_path_end_kind: "output pin"
  slowest_delay_ns: 0.35
  critical_path.top_delay_family: "flip-flops"
  crit_buf_inv: 1
  slowest_stage: "dfrtp_1"
final_timing:
  fin_crit_ns: 0.961
  fmax_ghz: 1.04
  grt_setup_unrepaired: "false"
  final_max_slew_viol_count: 0
  relSlewSlack: 0.940
  hold_viol_final: 0
  period_used_share: 0.961
  tightestPinTransition_ns: 0.0903
  finClkSkew_ns: 0.000486
  finalSetupTns_ns: 0
  setup_viol: 0
clock_tree:
  cts.sinks: 16
  insertion_delay_ns: 0.24
  cts_htree_levels: 1
  cts_hold_buf: 0
  cts_buffer_depth: 2
  cts-root-buf: "clkbuf_8"
  path_clk_slew_ns: 0.06
  cts_buffers: 3
  cts_tree: "done"
min_path:
  min_path_type: "in -> async"
job:
  cap_violations: 0
  warnings: 25
[area by class of cell]
type,instances,share of cell area
Sequential cell,16,0.597
Timing Repair Buffer,18,0.239
Tap cell,52,0.0970
Clock buffer,3,0.0616
Inverter,1,0.00560
[sequential cells by signal (all words and copies together), names as in the netlist]
register / cells
q: 8
n1: 8
[stage by stage]
stage / hold WS, ns / util / worst slack (ns) / cells
4_1_cts: 0.265 / 0.159 / 0.0100 / 90
3_3_place_gp: 0.333 / 0.149 / 0.0338 / 87
5_1_grt: 0.288 / 0.152 / 0.0115 / 90
6_report: 0.268 / 0.152 / 0.0389 / 90
2_1_floorplan: 0.114 / - / 0.488 / 17
3_5_place_dp: 0.335 / 0.149 / 0.0227 / 87
[cells in the final DEF, fill, tap and decap left out]
cell             instances
clkdlybuf4s15_1          2
inv_1                    1
dfrtp_1                 16
clkbuf_8                 3
clkbuf_2                 6
buf_12                   1
clkdlybuf4s50_1          9
[kinds of logic after synthesis]
group,count (synthesis),share of synthesized area
buffers and inverters,1,0.00928
flip-flops,16,0.991
[what timing repair did]
item                                    in CTS  in global routing
gates resized                               16                  6
buffers inserted                             0                  0
endpoints found under the setup margin       8                  6
gates cloned                                 0                  0
[power groups by stage]
stage,Combinational (µW),Sequential (µW),Clock [µW]
after CTS,79.3,688,469
after global routing,79.3,691,488
final,70.3,688,449
[routing by layer]
layer / vias to the layer above / share of wire
met5: - / 0
met4: 0 / 0.050
met3: 2 / 0.11
met2: 11 / 0.52
met1: 89 / 0.32
li1: 92 / -
[worst paths after layout]
check / endpoint / start / cells after the start
max in group asynchronous: n1[4] / reset / 3
worst min register to register: q[7] / n1[7] / 0
worst max register to register: q[6] / n1[6] / 0
worst max-delay path: q[0] / q[0] / 1
min in group clk0: q[7] / n1[7] / 0
worst min-delay path: n1[2] / reset / 3
Power and IR drop assume default switching activity.
