[design/flow/run.sh]
#!/bin/bash
# OpenROAD 26Q1-2900-gdf79404cd8, Yosys 0.63+post, stock flow scripts
make -C /OpenROAD-flow-scripts/flow DESIGN_CONFIG=/design/flow/config.mk WORK_HOME=/design/flow/orfs finish
[design/flow/config.mk]
export PLATFORM = sky130hd
export DESIGN_NAME = seg
export DESIGN_NICKNAME = seg
export VERILOG_FILES = /design/flow/design.v
export SDC_FILE = /design/flow/constraint.sdc
export NUM_CORES = 4
export LEC_CHECK = 1
export CORE_AREA = 10 10 70 70
export DIE_AREA = 0 0 80 80
[design/flow/constraint.sdc]
current_design seg

set clk_period 1.7
set clk_io_pct 0.2

create_clock -name clk0 -period $clk_period

set non_clock_inputs [all_inputs -no_clocks]
set_input_delay [expr $clk_period * $clk_io_pct] -clock clk0 $non_clock_inputs
set_output_delay [expr $clk_period * $clk_io_pct] -clock clk0 [all_outputs]
[design/flow/design.v]
module seg(input  logic [3:0] data,
			     output logic [6:0] seg);
	always_comb
		case(data)
			4'h0: seg = 7'b1000000;
			4'h1: seg = 7'b1111001;
			4'h2: seg = 7'b0100100;
			4'h3: seg = 7'b0110000;
			4'h4: seg = 7'b0011001;
			4'h5: seg = 7'b0010010;
			4'h6: seg = 7'b0000010;
			4'h7: seg = 7'b1111000;
			4'h8: seg = 7'b0000000;
			4'h9: seg = 7'b0011000;
			4'hA: seg = 7'b0001000;
			4'hB: seg = 7'b0000011;
			4'hC: seg = 7'b1000110;
			4'hD: seg = 7'b0100001;
			4'hE: seg = 7'b0000110;
			4'hF: seg = 7'b0001110;
		endcase
endmodule
==> run notes <==
run results: gate count after technology mapping=34, Slew @ Worst Pin=163.1 ps, portion of the post-synthesis area used by sequential elements=0%, Unique cell types=19, number of iterations in the first detailed-routing pass=2, critical path launch point=data[0], Synth warnings=1, clock tree buffer count of the final layout=0, Finish-stage setup viols=0, number of placed instances, taps included=99, crit-path max cell delay=240 ps, Relative slew margins=88.81%, residual DRC count=0, Worst setup SP type=primary input, num sequential=0, ordered cell list for the critical path=buf_6 -> inv_4 -> ha_4 -> nand2b_4 -> o21ai_1 -> a32o_1 -> dlygate4sd2_1, post-route insts no fill=103, num ports=11, wire length of the first global-routing pass=1511 um, CP required=1360 ps, Core Density at Floorplan=7.473%, total gr overflow=0, synth-to-layout area growth=133.8%, largest net degree at the start of global routing=7, yosys stat area=255.2 um^2, Min Clock Period, post-route=1652 ps, total die size=6400 um^2, Iteration-0 DRC Markers=9, Total Power Consumption=0.1303 mW, number of global-route vias before repair=328, Pins Over Slew Limit=0, die height=80 um, largest fanout of any net on the critical path=5, register area=0 um^2, arrival time at the worst endpoint=1310 ps, total standard cell area after synthesis=255.2 um^2, total tool warning count=38, antenna diode instance count=0, Commonest Layout Cell=buf_4, # Cells Yosys=34, chip width=80 um, hold_sp=data[3], share of the synthesized area in the top cell type=29.41%, number of standard-cell rows in the floorplan=21, critical path class=primary input to output port, unrepaired setup endpoints after global routing=no, hold_ws=1184 ps, max cap viols=0, dominant cell type by area after synthesis=ha_1, Final Wtd Congestion=0.6688, status=completed, path class of the lowest-slack min-delay path=primary input to output port, final hold vios=0, Pwr per Cell Area=218.3 nW/um^2, share of post-route cells with drive strength above 1=54.39%, maximum vdd ir drop=32.39 uV, via/cell ratio=3.087, slowest library cell on the worst path=dlygate4sd2_1, dpl hpwl=707.5 um, Avg Synthesized Cell Area=7.507 um^2, leakage component of the power=0.2879 nW, ANT nets after route=0, post-detailed-routing wire length=924 um, number of vias after detailed routing=318, type of destination of the critical path=output port, final worst path period share=97.18%, Core Footprint=3416 um^2, Port Buffer Count=11, top cells by area=ha_1, mux2i_1, a22o_1, timing-limited maximum frequency=605.3 MHz, global routing usage summed across all routing layers=2.771%, top library cells by usage in the layout, fill and taps aside=buf_4, buf_6, ha_4, dlygate4sd2_1, average wire per cell in the routed design=8.971 um, initial antenna violation count=0
==> synthesized netlist by cell type (all sizes together) <==
master	n
nand3	1
inv	3
ha	6
nand2	1
a21oi	1
buf	1
nor2b	1
or3b	1
o22ai	1
mux2	1
a22o	2
o21ai	4
nor2	4
a32o	1
clkbuf	1
nand2b	2
mux2i	3
==> cell type report <==
class | instances | area (um^2)
Fill cell | 385 | 2819
Multi-Input combinational cell | 29 | 299.0
Timing Repair Buffer | 25 | 221.5
Tap cell | 46 | 57.56
Inverter | 3 | 18.77
==> what timing repair did <==
action / CTS / global route
hold buffers: 0 / 0
endpoints found under the hold margin: 0 / 0
resized: 42 / 9
pin swaps: 5 / 2
setup buffers: 4 / 0
endpoints found under the setup margin: 7 / 5
==> critical path, delay by kind of cell <==
| family | cells | cell delay [ps] |
|---|---|---|
| buffers and inverters | 3 | 430 |
| AOI/OAI and AO/OA | 2 | 260 |
| adders and majority gates | 1 | 210 |
| and+or+nand+nor | 1 | 70 |
==> cells by family (layout without fill, tap and decap cells) <==
| family | count (synthesis) | count (layout) | synth area share [%] |
|---|---|---|---|
| compound gates | 9 | 9 | 23.04 |
| simple gates | 10 | 10 | 21.08 |
| fa+ha+maj | 6 | 6 | 29.41 |
| mux | 4 | 4 | 16.18 |
| buf+inv | 5 | 28 | 10.29 |
==> where the power goes <==
part / total (mW) / switching [mW] / internal [mW]
Combinational: 0.130 / 0.0520 / 0.0784
Clock: 0 / 0 / 0
Sequential: 0 / 0 / 0
==> metal layers <==
layer	share of wire, %	vias up	global-route usage (%)
li1	-	167	-
met1	44	148	3.428
met2	56	3	5.457
met3	0.22	0	0
met4	0	0	0
met5	0	-	0
==> through the flow <==
| step | util (%) | TNS, ps | instance area (um^2) | setup WS (ps) |
|---|---|---|---|---|
| floorplan | - | 0 | 255.2 | 286.5 |
| global placement | 14.14 | -4994 | 483.0 | -781.7 |
| detailed placement | 14.14 | -4962 | 483.0 | -778.2 |
| CTS | 17.11 | -328.7 | 584.3 | -121.6 |
| global route | 17.47 | 0 | 596.8 | 4.998 |
| finish | 17.47 | 0 | 596.8 | 47.94 |
==> path summary, 6_finish.rpt <==
kind / to / cells past startpoint / slack, ps
worst max-delay path: seg[1] / 7 / 50
worst min-delay path: seg[6] / 4 / 1180
No activity file was given, so power comes from the tool's default toggle rates.
